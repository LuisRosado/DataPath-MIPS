### design/flow/config.mk
export PLATFORM = sky130hd
export DESIGN_NAME = ID_EX
export DESIGN_NICKNAME = ID_EX
export VERILOG_FILES = /design/flow/design.v
export SDC_FILE = /design/flow/constraint.sdc
export NUM_CORES = 4
export LEC_CHECK = 1
export CORE_AREA = 10 10 144 144
export DIE_AREA = 0 0 154 154
### design/flow/run.sh
#!/bin/bash
# OpenROAD 26Q1-2900-gdf79404cd8, Yosys 0.63+post, stock flow scripts
make -C /OpenROAD-flow-scripts/flow DESIGN_CONFIG=/design/flow/config.mk WORK_HOME=/design/flow/orfs finish
### design/flow/design.v
`timescale 1ns / 1ns
module ID_EX(
	input clk,
	input	Regwrite,
	input MemToReg,
	input MemWrite,
	input MemRead,
	input Branch,
	input [2:0]AluOP,
	input ALUSrt,
	input RegDst,
	input [31:0]PCResult_1,
	input [31:0]Dato1,
	input [31:0]Dato2,
	input [31:0]SignExtend,
	input [4:0]Rd,
	input [4:0]Shamt,
	output reg 	Regwrite_1,
	output reg  MemToReg_1,
	output reg  MemWrite_1,
	output reg  MemRead_1,
	output reg  Branch_1,
	output reg  [2:0]AluOP_1,
	output reg  ALUSrt_1,
	output reg  RegDst_1,
	output reg [31:0]PCResult_1_1,
	output reg [31:0]Dato1_1,
	output reg [31:0]Dato2_1,
	output reg [31:0]SignExtend_1,
	output reg [4:0]Rd_1,
	output reg [4:0]Shamt_1
    );
always @(posedge clk)
begin
Regwrite_1 = Regwrite;
MemToReg_1 = MemToReg;
MemWrite_1 = MemWrite;
MemRead_1 = MemRead;
Branch_1 = Branch;
AluOP_1 = AluOP;
ALUSrt_1 = ALUSrt;
RegDst_1 = RegDst;
PCResult_1_1 = PCResult_1;
Dato1_1 = Dato1;
Dato2_1 = Dato2;
SignExtend_1 = SignExtend;
Rd_1 = Rd;
Shamt_1 = Shamt;
end
endmodule
### design/flow/constraint.sdc
current_design ID_EX

set clk_period 1.0
set clk_io_pct 0.2

create_clock -name clk0 -period $clk_period [get_ports {clk}]

set non_clock_inputs [all_inputs -no_clocks]
set_input_delay [expr $clk_period * $clk_io_pct] -clock clk0 $non_clock_inputs
set_output_delay [expr $clk_period * $clk_io_pct] -clock clk0 [all_outputs]
==> impl_metrics.env <==
# physical design summary
export IMPL_synth_cell_area_mm2=0.00296
export IMPL_htree_num_levels=4
export IMPL_worst_setup_path_end_kind="output port"
export IMPL_gp_congestion=0.777
export IMPL_synth_simple_area_share_pct=0
export IMPL_max_slew_headroom_at_the_worst_pin_pct=88.5
export IMPL_vdd_ir_drop_worst_v=0.00130
export IMPL_finalWorstSetupSlack_ns=-0.0292
export IMPL_timing_final_setup_violations=109
export IMPL_drt_iter0_markers=88
export IMPL_fp_util_pct=17.0
export IMPL_synth_area_yosys_mm2=0.00296
export IMPL_number_of_global_route_vias_before_repair=2532
export IMPL_tritoncts_buffer_count=17
export IMPL_clockRootBuffer="clkbuf_16"
export IMPL_cts_tree="done"
export IMPL_core_area_mm2=0.0175
export IMPL_compound_area_share_pct=0
export IMPL_ant_nets=0
export IMPL_worst_path_dominant_cell_family="flip-flops"
export IMPL_via_count=2246
export IMPL_tool_warnings=27
export IMPL_design_area_mm2=0.00608
export IMPL_rsz0062_at_grt="true"
export IMPL_drtPass1Iterations=4
export IMPL_n_multi_input_combinational_cell=0
export IMPL_row_count=48
export IMPL_logic_area_um2=0
export IMPL_placed_area_mm2=0.00621
export IMPL_hold_buffers=0
export IMPL_antenna_diode_count=0
export IMPL_grt_use_total_pct=8.75
export IMPL_num_io_pins=297
export IMPL_slowest_stage="dfxtp_2"
export IMPL_die_size_x_um=154
export IMPL_totalWireLength_mm=10.9
export IMPL_cts_num_sinks=148
export IMPL_synth_warnings=1
export IMPL_crit_path_cell_trace="buf_2"
export IMPL_portBuffers=296
export IMPL_grt_first_pass_wirelength_mm=15.7
export IMPL_synth_flops=148
export IMPL_max_freq_mhz=972
export IMPL_critPathRequiredTime_ns=0.80
export IMPL_cts_buffer_depth=2
export IMPL_utilization_pct=34.8
export IMPL_crit_type="flop to output port"
export IMPL_finalClockPeriodUsage_pct=103
export IMPL_areaGrowthSynthToFinish_pct=105
export IMPL_final_layout_size_suffix_gt1_share_pct=41.8
export IMPL_syn_instance_count=148
export IMPL_grt_overflow_total=0
export IMPL_filler_cell_count=1734
export IMPL_status="complete, but fails checks"
export IMPL_pin_count_of_the_biggest_net_entering_global_routing=17
export IMPL_preCtsSetupSlack_ns=-0.0314
export IMPL_max_slew_worst_pin_slew_ns=0.172
export IMPL_die_area_mm2=0.0237
export IMPL_timing_final_max_slew_violations=0
export IMPL_synth_avg_cell_area_um2=20.0
export IMPL_critical_path_arrival_ns=0.83
export IMPL_timing_hold_violations_final=0
export IMPL_mux_area_share_pct=0
export IMPL_wl_per_cell_um=15.5
export IMPL_worst_hold_path_type="input port to flop"
export IMPL_clkSlewWorstSetupHoldPaths_ns=0.07
export IMPL_maxcap_violations=0
export IMPL_power_per_cell_area_mw_per_mm2=2150
export IMPL_synth_area_in_xor_xnor_pct=0
export IMPL_dp_final_hpwl_mm=9.07
export IMPL_cp_slowest_stage_delay_ns=0.31
export IMPL_critical_path_n_buffers_inverters=1
export IMPL_via_per_inst=3.20
export IMPL_regArea_mm2=0.00299
export IMPL_startpoint_type="flop"
export IMPL_ys_cells=148
export IMPL_synth_cell_types=1
export IMPL_seq_area_frac_synth_pct=100
export IMPL_initial_antenna_violation_count=0
export IMPL_power_leakage_nw=2.67
export IMPL_drt_drc_violations_left=0
export IMPL_crit_fanout=1
export IMPL_adder_share_pct=0
export IMPL_fin_crit_ns=1.03
export IMPL_die_y_um=154
export IMPL_violations="negative setup slack"
metrics by stage:
stage / TNS, ns / power, mW / hold slack [ns] / instances
6_report: -0.949 / 13.1 / 0.225 / 701
5_1_grt: -8.69 / 13.6 / 0.189 / 701
2_1_floorplan: 0 / 6.33 / 0.228 / 148
3_5_place_dp: -0.0570 / 7.59 / 0.652 / 669
4_1_cts: -5.55 / 13.3 / 0.197 / 701
3_3_place_gp: -0.0451 / 7.58 / 0.649 / 669
path summary, 6_finish.rpt:
kind / start / endpoint / slack [ns] / depth (start not counted)
hold / removal: PCResult_1[28] / PCResult_1_1[28] / 0.22 / 1
setup / recovery: PCResult_1_1[21] / PCResult_1_1[21] / -0.03 / 1
report_power, final:
group / internal, mW / switching (mW)
sequential: 6.22 / 0.0630
clock: 3.27 / 2.65
combinational: 0.697 / 0.153
total: 10.2 / 2.86
cell usage in the layout (no fill, tap or decap):
cell / n
clkdlybuf4s50_1: 148
buf_2: 145
dfxtp_1: 129
dfxtp_2: 19
clkbuf_16: 17
clkinvlp_4: 6
inv_6: 6
buf_6: 3
clkinv_8: 2
inv_8: 1
synth_stat cells, drive strengths merged:
master,count,share of area [%]
dfxtp,148,100
sequential cells by signal (all words and copies together) (netlist names):
register / cells
MemRead_1: 1
MemToReg_1: 1
ALUSrt_1: 1
AluOP_1: 3
MemWrite_1: 1
RegDst_1: 1
Rd_1: 5
Dato1_1: 32
PCResult_1_1: 32
Branch_1: 1
SignExtend_1: 32
Regwrite_1: 1
Dato2_1: 32
Shamt_1: 5
layer usage:
metal | vias up | wire, um | global-route usage (%)
met5 | - | 0 | 0
met4 | 0 | 127 | 1.03
met3 | 5 | 1700 | 6.62
met2 | 167 | 5490 | 14.8
met1 | 983 | 3550 | 8.53
li1 | 1091 | - | -
what timing repair did:
action | in CTS | in global routing
resized | 490 | 11
setup buffers | 0 | 0
setup endpoints to repair | 148 | 148
area by class of cell:
type / count / area share, %
clock inverter: 15 / 2.33
tap: 225 / 4.63
timing repair buffer: 296 / 36.9
clock buffer: 17 / 7.00
sequential: 148 / 49.2
logic make-up (layout without fill, tap and decap cells):
family / count (synthesis) / in the layout
flip-flops: 148 / 148
buffers and inverters: 0 / 328
Power figures rest on the tool's default switching activity, not on a simulated workload.
