==> flow/design.v <==
module ALU(
input [2:0] AluCT,
input [31:0] A,B,
output reg [31:0]z,
output reg zf
);
always @(AluCT,A,B) 
begin
case(AluCT)
	0:z <= A&B;
	1:z <= A|B;
	2:z <= A+B;
	3:z <= A-B;
	4:z <= A<B?1:0;
	default: z <= 0;
endcase
end
always @*
begin
 if (z == 0)
   zf = 1;
 else
    zf = 0;
end
endmodule
==> flow/run.sh <==
#!/bin/bash
# OpenROAD 26Q1-2900-gdf79404cd8, Yosys 0.63+post, stock flow scripts
make -C /OpenROAD-flow-scripts/flow DESIGN_CONFIG=/design/flow/config.mk WORK_HOME=/design/flow/orfs finish
==> flow/config.mk <==
export PLATFORM = sky130hd
export DESIGN_NAME = ALU
export DESIGN_NICKNAME = ALU
export VERILOG_FILES = /design/flow/design.v
export SDC_FILE = /design/flow/constraint.sdc
export NUM_CORES = 4
export LEC_CHECK = 1
export CORE_UTILIZATION = 40
==> flow/constraint.sdc <==
current_design ALU

set clk_period 26.9
set clk_io_pct 0.2

create_clock -name clk0 -period $clk_period

set non_clock_inputs [all_inputs -no_clocks]
set_input_delay [expr $clk_period * $clk_io_pct] -clock clk0 $non_clock_inputs
set_output_delay [expr $clk_period * $clk_io_pct] -clock clk0 [all_outputs]
==> impl_metrics.ini <==
; physical design summary
[pwr]
p_switching_mw = 0.0792
swShare_pct = 58.2
p_leak_nw = 2.86
p_clk_share_pct = 0
power_mw = 0.136
vdd_ir_drop_max_mv = 0.00810
p_int_mw = 0.0568
powerDensity_nw_per_um2 = 21.0
seq_power_share_pct = 0
combPwrFrac_pct = 100.0

[drt]
vias = 6408
vias_per_cell = 6.02
routedWlPerCell_um = 19.2
drt_iter0_drc = 515
drtAntennaViolNets = 0
drc_errors = 0
drt_wl_total_um = 20400
firstDrtPassIters = 5
antenna_cells = 0

[run]
drv_cap = 0
warnings = 101

[timing]
slew_headroom_pct = 34.1
setup_viol = 0
max_freq_mhz = 61.3
finalClockPeriodUsage_pct = 60.7
hold_violations = 0
period_minus_slack_ns = 16.32
slew_violations = 0
setup_tns_ns = 0
worstMarginPinSlew_ns = 0.964
hold-worst-slack_ns = 11.79
grt_setup_unrepaired = no

[die]
core-area_um2 = 13200
ios = 100
die_width_um = 118
die-area_um2 = 13900
fp_util_pct = 40.8
rows = 42
die-height_um = 118

[yosys]
postSynthSeqShare_pct = 0
syn_avg_cell_area_um2 = 6.50
ys_cells = 828
syn_area_um2 = 5380
yosys_warnings = 1
syn_inst = 828
ys_types = 71
ys_area_um2 = 5380

[place]
placed_cells = 1065
dpl_cell_area_um2 = 6480
place.detailed.hpwl_um = 16200
gp_congestion = 0.956
port_buffers = 100

[setup_path]
crit_required_ns = 21.52
arrival_ns = 10.94
crit_path_end_kind = primary output
criticalPathCategory = input pin to primary output
worst-path-max-fanout = 6
worstSetupStartpointType = input pin

[grt]
grt_overflow = 0
grt_max_degree = 47
grt_pass1_wl_um = 32300
track_usage_pct = 29.3
antenna_found_initial = 0
grt_pass1_vias = 5889

[cts]
cts_setup_buffers = 0
cts.repair.resized = 0
hold_buffers = 0

[run_status]
status = finished clean

[finish]
finish.instance_area_um2 = 6480
clock_buffers = 0
synthToLayoutAreaGrowth_pct = 20.5
nFillCells = 1308
instances_no_fill = 1065
register_area_um2 = 0
comb_area_um2 = 4790
flop-count = 0
layout-drive-gt1-share_pct = 2.92

[min_path]
hold_path.class = input pin to primary output
-- per-layer routing --
layer  vias to the layer above  wire, um  part of all wire (%)  track usage [%]
met5                         -         0                     0                0
met4                         0       431                   2.1             6.41
met3                        28      1350                   6.6             3.22
met2                       257      8930                    44             45.7
met1                      2979      9680                    47             43.2
li1                       3144         -                     -                -
-- power by group through the flow --
| stage | clock network (mW) | logic [mW] | registers [mW] |
|---|---|---|---|
| 6_report | 0 | 0.136 | 0 |
| 5_1_grt | 0 | 0.149 | 0 |
| 4_1_cts | 0 | 0.134 | 0 |
-- stage by stage --
step	utilization, %	worst slack (ns)
after floorplan	-	12.34
after global placement	49.1	10.71
after detailed placement	49.1	10.67
after CTS	49.1	10.64
after global routing	49.1	10.38
final	49.1	10.58
-- final cells by class --
| type | instances | share of cell area [%] |
|---|---|---|
| inverter | 104 | 6.02 |
| multi-input combinational | 674 | 73.9 |
| tap | 176 | 3.40 |
| timing repair buffer | 111 | 16.6 |
-- cells by family after synthesis --
family / share of synthesized area [%]
XOR/XNOR: 2.44
multiplexers: 2.07
AND-OR/OR-AND: 35.7
buffers and inverters: 10.9
AND/OR/NAND/NOR: 24.6
adder cells (fa/ha/maj): 24.2
-- worst max-delay path, cell delays in order --
cell	delay [ns]
clkdlybuf4s50_1	0.56
inv_1	0.11
ha_1	0.34
o21ba_1	0.21
or4_4	0.45
a2111oi_4	0.51
o41ai_1	0.21
xnor2_1	0.16
o22ai_1	0.13
a2111oi_0	0.86
buf_4	0.25
o2111ai_1	0.10
or4_1	0.50
or4_1	0.51
nor4_2	0.15
clkdlybuf4s50_1	0.50
-- worst paths after layout --
kind | start | end | cells after the start
hold / removal | AluCT[0] | z[1] | 6
setup / recovery | A[1] | zf | 16
-- layout by cell type, fill, tap and decap left out, types with 20 or more instances in the layout --
master / netlist / final
inv_1: 103 / 103
ha_1: 101 / 101
clkdlybuf4s50_1: 0 / 99
a21oi_1: 74 / 74
nand2_1: 62 / 62
nor2_1: 61 / 61
o21ai_0: 52 / 52
nor3_1: 20 / 20
-- synthesized netlist by cell type (8+ instances only) --
cell type    n  area share, %
xnor2_1     15            2.4
nor4_1      15            1.7
or3_1        8           0.93
nand4_1     15            1.7
a21o_1      11            1.5
nand3_1     17            1.6
o31a_1       8            1.3
inv_1      103            7.2
nand2b_1    12            1.4
a211oi_1    17            2.4
a31oi_1     10            1.2
nor2_1      61            4.3
o22ai_1     10            1.2
nand2_1     62            4.3
clkbuf_1    40            2.8
o31ai_1     13            1.8
o21ai_0     52            4.8
mux2i_1     10            1.9
nor2b_1     11            1.3
ha_1       101             23
o211ai_1    17            2.4
a21oi_1     74            6.9
or4_1       10            1.4
nor3_1      20            1.9
Power is estimated from default activity; no workload was simulated.
